==> /design/flow/design.v <==
module RegisterFile(A_Address, B_Address, C_Address, C_Data, Write, Clk, A_Data, B_Data);
	input [4:0] A_Address,B_Address,C_Address;
	input [31:0] C_Data;
	input Write, Clk;
	output reg [31:0] A_Data,B_Data;
	reg [31:0] Registers [0:31];
	initial begin
		Registers[0] <= 32'd0;
		Registers[1] <= 32'd0;
		Registers[2] <= 32'd0;
		Registers[3] <= 32'd0;
		Registers[4] <= 32'd0;
		Registers[5] <= 32'd0;
		Registers[6] <= 32'd0;
		Registers[7] <= 32'd0;
		Registers[8] <= 32'd0;
		Registers[9] <= 32'd0;
		Registers[10] <= 32'd0;
		Registers[11] <= 32'd0;
		Registers[12] <= 32'd0;
		Registers[13] <= 32'd0;
		Registers[14] <= 32'd0;
		Registers[15] <= 32'd0;
		Registers[16] <= 32'd0;
		Registers[17] <= 32'd0;
		Registers[18] <= 32'd0;
		Registers[19] <= 32'd0;
		Registers[20] <= 32'd0;
		Registers[21] <= 32'd0;
		Registers[22] <= 32'd0;
		Registers[23] <= 32'd0;
		Registers[24] <= 32'd0;
		Registers[25] <= 32'd0;
		Registers[26] <= 32'd0;
		Registers[27] <= 32'd0;
		Registers[28] <= 32'd0;
		Registers[29] <= 32'd0;
		Registers[30] <= 32'd0;
		Registers[31] <= 32'd0;
	end
	always @(posedge Write)
	begin
		if (C_Address != 5'd0) 
		begin
			#1 Registers[C_Address] <= C_Data;
		end
	end
	always @*
	begin
		A_Data <= Registers[A_Address];
		B_Data <= Registers[B_Address];
	end
endmodule
==> /design/flow/run.sh <==
#!/bin/bash
# OpenROAD 26Q1-2900-gdf79404cd8, Yosys 0.63+post, stock flow scripts
make -C /OpenROAD-flow-scripts/flow DESIGN_CONFIG=/design/flow/config.mk WORK_HOME=/design/flow/orfs finish
==> /design/flow/config.mk <==
export PLATFORM = sky130hd
export DESIGN_NAME = RegisterFile
export DESIGN_NICKNAME = RegisterFile
export VERILOG_FILES = /design/flow/design.v
export SDC_FILE = /design/flow/constraint.sdc
export NUM_CORES = 4
export LEC_CHECK = 1
export CORE_UTILIZATION = 50
==> /design/flow/constraint.sdc <==
current_design RegisterFile

set clk_period 6.3
set clk_io_pct 0.2

create_clock -name clk0 -period $clk_period [get_ports {Write}]

set non_clock_inputs [all_inputs -no_clocks]
set_input_delay [expr $clk_period * $clk_io_pct] -clock clk0 $non_clock_inputs
set_output_delay [expr $clk_period * $clk_io_pct] -clock clk0 [all_outputs]
==> results.txt <==
fresh numbers from the pnr run: vias per cell approximately 6.4, Hold Buf Count CTS 0, RSZ-0062 raised after global routing no, Leak 20.25 nW, Max-cap violations 0, Yosys chip area between 40,000 and 50,000 um2, Hold Crit Endpoint Registers[25][14], register area 30,750 um2, yosys cell count around 3,300, placed instance area ~52,000 um2, Mapped Area around 48,000 um2, layout cells sized above 1 under 10%, Worst Max-Slew Pin Slew 1.020 ns, P_int roughly 12 mW, tool warnings 27, clock sinks just over 1,000, root buffer cell clkbuf_16, Clock transition at path regs 0.06 ns, DR pass1 iterations 5, status complete, no violations, clk buf depth 3, PwrDens between 200 and 300 nW/um2, Distinct cells, synth 26, cell area after layout around 55,000 um2, Setup TNS 0 ns, fmax around 0.18 GHz, via count 30,832, WHS Path Cells 2, Post-synth seq share between 60% and 70%, Largest register FFs 1,024, relative slew slack a little under a third, post-CTS sizing 0, grt total ovfl 0, Flop pwr share 50.0%, NetSw between 3 and 4 mW, final hold vios 0, class of the most critical setup path input pin to output pin, Pins Over Slew Limit 0, RD Place Congestion just under 0.9, slowest CP cell clkdlybuf4s50_1, CP Capture Type output pin, Clk pwr share between 40 and 50%, Combinational Area 16,730 um2, peak supply drop approximately 0.23 mV, vias in the first global route roughly 32,000, WL final about 150,000 um, Min-Delay Path Class input pin to flop, cell family with most CP delay buffers and inverters, Final period util between 80% and 90%, Final setup viols 0, HP Start C_Data[14], Gate power share a little under 10%, Synth Instances around 3,300, startpoint class of the critical path input pin, global-route wire length before repair between 200,000 and 250,000 um, DRT iter0 DRCs approximately 1,900, row count 113, Post-DRT Antenna Nets 0, largest net degree at the start of global routing 85, fp util about half, total power roughly 15 mW, GRT Total Usage 33.25%, Post-Synthesis Mean Instance Area approximately 15 um2, core area ~96,000 um2, arrival time of the worst setup path 4.19 ns, hpwl dp 83,980 um, CTS tree built, DIE AREA about 98,000 um2, Post-route DRC 0, WP data required 5.04 ns, WHS 1.389 ns, antenna violations before repair 3, Tmin final roughly 5.5 ns, worst-path maximum fanout 19, floorplan die width about 310 um, Area Growth Syn to Fin 13.75%, CP most frequent cell clkdlybuf4s50_1, Biggest register Registers, # fillers a little over 7,000, Avg WL per Cell ~30 um, Setup Buffers After CTS 0, # port buffers roughly 110, I/O pin total approximately 110, Sw Share 22.94%, die y size approximately 310 um, Clock H-tree levels 3, CTS buffer count ~110, CP Cell Sequence clkdlybuf4s50_1 > or2_2 > buf_4 > nor3_1 > a31oi_1 > nand3_1 > clkdlybuf4s50_1, synthesis warning total 1, biggest regs Registers (1024), ys flops 1,024, Crit path buffers/inverters 3, critical path's largest stage delay slightly above 0.6 ns
cells in the final DEF (no fill, tap or decap), types with 2 or more instances in the layout:
master,synthesis,final
edfxtp_1,1024,1024
mux2i_1,1024,1024
a22oi_1,320,320
nand3_1,225,225
nand2_1,131,130
a21oi_1,128,128
clkbuf_16,0,111
clkdlybuf4s50_1,0,109
buf_4,50,106
a22o_1,64,64
buf_12,0,36
nor2_4,0,34
conb_1,1,32
nand4_1,32,32
nor3_1,32,32
a31oi_1,32,32
clkinv_1,0,29
clkbuf_1,98,23
clkinv_2,0,13
bufinv_16,0,12
nor2b_4,0,4
clkinvlp_4,0,4
nand2b_2,0,3
nand3b_1,3,3
and2_4,0,2
or2_2,2,2
or3b_2,2,2
nand2b_1,5,2
buf_8,0,2
layout make-up:
class                           count  area share (%)
Multi-Input combinational cell   2076           30.34
Antenna cell                        1        0.004538
Timing Repair Buffer              253           4.784
Clock inverter                     59           1.039
Clock buffer                      134           5.194
Sequential cell                  1024           55.77
Tap cell                         1265           2.871
cells in the mapped netlist:
library cell	n	area (um2)
edfxtp_1	1024	30750
mux2i_1	1024	10250
a22oi_1	320	2402
nand3_1	225	1126
nand2_1	131	491.7
a21oi_1	128	640.6
clkbuf_1	98	367.9
buf_2	72	360.4
a22o_1	64	560.5
buf_4	50	375.4
nor2_1	35	131.4
a31oi_1	32	200.2
nand4_1	32	200.2
nor3_1	32	160.2
buf_6	23	259.0
buf_1	10	37.54
nand2b_1	5	31.28
nor2b_1	4	25.02
and2_1	3	18.77
nand3b_1	3	22.52
clkbuf_4	2	15.01
or2_2	2	12.51
or3b_2	2	17.52
and2b_1	1	7.510
conb_1	1	3.750
or3_1	1	6.260
metal layers:
metal / routed length (um) / global-route usage, % / up-vias
li1: - / - / 13534
met1: 49410 / 41.19 / 14937
met2: 67070 / 47.14 / 2041
met3: 26440 / 25.41 / 305
met4: 5103 / 8.814 / 15
met5: 287 / 2.611 / -
power groups by stage:
stage         Sequential (mW)  Clock, mW  Combinational, mW
finish                   7.72       6.23               1.51
global route             7.74       6.58               1.60
CTS                      7.72       6.32               1.50
stage by stage:
step / utilization (%) / std cells / worst slack (ns)
floorplan: - / 3355 / 2.721
global placement: 54.09 / 4618 / 0.9023
detailed placement: 54.09 / 4618 / 0.9177
CTS: 57.69 / 4811 / 0.8934
global route: 57.69 / 4812 / 0.7591
finish: 57.69 / 4812 / 0.8491
cell families (layout without fill, tap and decap cells):
family	after synthesis	after routing	synth area share, %
muxes	1024	1024	21.15
AOI/OAI and AO/OA	544	544	7.847
other	1	33	0.007736
buffers and inverters	255	446	2.919
and+or+nand+nor	476	476	4.644
DFF	1024	1024	63.44
worst max-delay path by stage:
stage,from,endpoint,depth (start not counted)
6_report,A_Address[3],A_Data[14],7
4_1_cts,A_Address[3],A_Data[20],7
5_1_grt,B_Address[2],B_Data[18],8
No activity file was given, so power comes from the tool's default toggle rates.
