[design/flow/run.sh]
#!/bin/bash
# OpenROAD 26Q1-2900-gdf79404cd8, Yosys 0.63+post, stock flow scripts
make -C /OpenROAD-flow-scripts/flow DESIGN_CONFIG=/design/flow/config.mk WORK_HOME=/design/flow/orfs finish
[design/flow/config.mk]
export PLATFORM = sky130hd
export DESIGN_NAME = mux4inputs
export DESIGN_NICKNAME = mux4inputs
export VERILOG_FILES = /design/flow/design.v
export SDC_FILE = /design/flow/constraint.sdc
export NUM_CORES = 4
export LEC_CHECK = 1
export CORE_AREA = 10 10 84 84
export DIE_AREA = 0 0 94 94
[design/flow/constraint.sdc]
current_design mux4inputs

set clk_period 1.0
set clk_io_pct 0.2

create_clock -name clk0 -period $clk_period

set non_clock_inputs [all_inputs -no_clocks]
set_input_delay [expr $clk_period * $clk_io_pct] -clock clk0 $non_clock_inputs
set_output_delay [expr $clk_period * $clk_io_pct] -clock clk0 [all_outputs]
[design/flow/design.v]
module muxA (output reg [4:0] result, input [1:0] s, input [4:0] zero, one, two);
  always @*
  case (s)
    2'b00: result = zero;
    2'b01: result =  one;
    2'b10: result = two;
    default: result = zero;
  endcase
endmodule
module mux4 (output reg [4:0] result, input s, input [4:0] zero, one);
  always @*
    if (s == 0) begin
      result = zero;
    end else begin
      result = one;
    end
endmodule
module mux6 (output reg [5:0] result, input s, input [5:0] zero, one);
  always @*
    if (s == 0) begin
      result = zero;
    end else begin
      result = one;
    end
endmodule
module mux32 (output reg [31:0] result, input s, input [31:0] zero, one);
  always @* 
  begin
    if (s == 1'b0) 
      begin
        result = zero;
      end
    else 
      begin
        result = one;
      end
  end
endmodule
module mux4inputs (output reg [31:0] result, input [1:0] s, input [31:0] zero, one, two, three);
  always @* 
  begin
  case (s)
    2'b00: result = zero;
    2'b01: result =  one;
    2'b10: result = two;
    2'b11: result = three;
    default: result = zero;
  endcase
  end
endmodule
==> impl_metrics.env <==
# yosys + openroad results
export IMPL_status="finished, violations left"
export IMPL_failing_checks="setup timing"
export IMPL_worst_margin_pin_slew_ns=0.122
export IMPL_cp_buffers_inverters=3
export IMPL_post_route_cells_drive_above_1_share_pct=36.6
export IMPL_rows=26
export IMPL_finalWeightedCongestion=0.979
export IMPL_number_of_standard_cells_in_the_final_layout_excluding_fillers=273
export IMPL_core_region_area_um2=5200
export IMPL_grt_pass1_vias=1406
export IMPL_grt_util_all_layers_pct=13.7
export IMPL_die_height_um=94
export IMPL_utilization_pct=44.4
export IMPL_ir_worst_vdd_mv=0.137
export IMPL_fin_setup_tns_ns=-8.87
export IMPL_synthAoiAreaFrac_pct=0
export IMPL_tool_warnings=35
export IMPL_detailedRoute_firstPassIterationCount=3
export IMPL_whs_ns=0.884
export IMPL_fp_utilization_pct=15.6
export IMPL_netlist_logic_family_top="multiplexers"
export IMPL_topCellsByArea="mux4_2, buf_12, mux4_1"
export IMPL_fin_crit_ns=1.31
export IMPL_path_delay_family="multiplexers"
export IMPL_yosysCellCount=39
export IMPL_synth_warning_count=1
export IMPL_crit_type="in2out"
export IMPL_drtAntennaViolNets=0
export IMPL_final_min_period_over_clock_period_pct=131
export IMPL_cellPowerDensity_nw_per_um2=367
export IMPL_buffer_ports_inserted=162
export IMPL_dp_hpwl_mm=5.77
export IMPL_cellLeakagePower_nw=1.11
export IMPL_yosysChipArea_um2=815
export IMPL_hold_viol_final=0
export IMPL_final_clkbuf_count=0
export IMPL_antenna_found_initial=1
export IMPL_postLayoutSetupSlackWorst_ns=-0.311
export IMPL_xor_share_synth_pct=0
export IMPL_post_place_ws_ns=-0.923
export IMPL_post_synth_top_count_cell="mux4_2"
export IMPL_post_synth_inst_count=39
export IMPL_synth_mux_area_fraction_pct=89.4
export IMPL_wire_length_of_the_first_global_routing_pass_mm=8.94
export IMPL_crit_path_max_fanout=7
export IMPL_num_io_pins=162
export IMPL_grt_ovfl_total=0
export IMPL_yosys_top_cells_count="mux4_2, buf_12, buf_2"
export IMPL_post_drt_via_cell_ratio=4.31
export IMPL_max_cap_violations=0
export IMPL_placedCellCount=269
export IMPL_crit_chain="buf_12, buf_12, mux4_2, buf_6"
export IMPL_min_path_type="in2out"
export IMPL_avgRoutedWirePerCell_um=23.4
export IMPL_rsz0062_at_grt="yes"
export IMPL_fp_dieArea_um2=8840
export IMPL_setup_worst_path_end_class="output port"
export IMPL_syn_area_um2=815
export IMPL_routed_wirelength_mm=6.40
export IMPL_synthAdderAreaFrac_pct=0
export IMPL_total_of_endpoints_with_negative_setup_slack_in_the_final_report=32
export IMPL_wp_data_required_ns=0.80
export IMPL_slew_limit_headroom_pct=91.9
export IMPL_yosys_area_top_type_share_pct=82.9
export IMPL_synth_area_leader_cell="mux4_2"
export IMPL_max_clock_freq_mhz=762
export IMPL_nature_of_the_critical_path_startpoint="primary input"
export IMPL_ys_sh_simple_pct=0
export IMPL_postSynthAreaPerCell_um2=20.9
export IMPL_slew_viol_final=0
export IMPL_cp_arrival_ns=1.11
export IMPL_critPathSlowestCell="mux4_2"
export IMPL_ff_count=0
export IMPL_synth_cell_types=5
export IMPL_sequential_area_share_after_synthesis_pct=0
export IMPL_num_vias=1177
export IMPL_grt_max_degree=12
export IMPL_die_width_um=94
export IMPL_drc=0
export IMPL_flow_area_growth_from_synthesis_pct=183
export IMPL_drtIter0Drc=25
export IMPL_ctsHoldBuffers=0
export IMPL_sequential_cell_area_um2=0
export IMPL_cpPeakStageDelay_ns=0.52
export IMPL_timing_critical_path_mode_cell="buf_12"
path summary, 6_finish.rpt:
kind	startpoint	to	slack (ns)	cells after the start
setup / recovery	s[0]	result[3]	-0.31	4
hold / removal	zero[6]	result[6]	0.88	3
power breakdown:
| part | leakage, nW | total [mW] | internal, mW | switching (mW) |
|---|---|---|---|---|
| logic | 1.11 | 0.847 | 0.625 | 0.222 |
| registers | 0 | 0 | 0 | 0 |
| clock network | 0.00000634 | 0.000000134 | 0.000000134 | 0 |
cell families after synthesis:
group / count (synthesis)
buffers and inverters: 7
muxes: 32
cells in the final DEF (no fill, tap or decap):
cell type / synthesis / final
bufbuf_16: 0 / 1
buf_16: 0 / 2
buf_2: 3 / 31
buf_6: 1 / 3
mux4_2: 30 / 32
buf_12: 3 / 5
diode_2: 0 / 1
dlygate4sd2_1: 0 / 128
metal layers:
| layer | vias up | part of all wire [%] | GRT usage [%] |
|---|---|---|---|
| li1 | 534 | - | - |
| met1 | 565 | 34 | 14.9 |
| met2 | 74 | 56 | 25.1 |
| met3 | 4 | 9.5 | 5.33 |
| met4 | 0 | 1.0 | 1.39 |
| met5 | - | 0 | 0 |
stage by stage:
stage                     total power [mW]  area (um2)
final                                0.847        2310
after global routing                 0.912        2310
after CTS                            0.867        2310
after detailed placement              1.10        2510
after global placement                1.10        2510
after floorplan                      0.287         823
timing repair:
item,CTS,global route
endpoints found under the setup margin,32,32
pin swaps,0,0
buffers inserted,0,0
gates cloned,3,0
resized,252,0
final cells by class:
cell class | count | area (um2)
multi-input cells | 32 | 721
well taps | 70 | 87.6
diodes | 1 | 2.50
fillers | 541 | 2900
repair buffers | 170 | 1500
No activity file was given, so power comes from the tool's default toggle rates.
